==> flow/design.v <==
module reg_file(clk_i, rs1_i, rs2_i, rd_i, rf_wd_i, we_i, rs1_d_o, rs2_d_o);
  input clk_i;
  input we_i;
  input  [4:0]  rs1_i, rs2_i, rd_i;
  input  [31:0] rf_wd_i;
  output [31:0] rs1_d_o, rs2_d_o;
  reg [31:0] regfile [0:31];
  assign rs1_d_o = |rs1_i ? regfile[rs1_i] : 32'b0;
  assign rs2_d_o = |rs2_i ? regfile[rs2_i] : 32'b0;
  always @(posedge clk_i) begin
    if (we_i) begin
      regfile[rd_i] <= rf_wd_i;
    end
  end
endmodule
==> flow/run.sh <==
#!/bin/bash
# OpenROAD 26Q1-2900-gdf79404cd8, Yosys 0.63+post, stock flow scripts
make -C /OpenROAD-flow-scripts/flow DESIGN_CONFIG=/design/flow/config.mk WORK_HOME=/design/flow/orfs finish
==> flow/config.mk <==
export PLATFORM = sky130hd
export DESIGN_NAME = reg_file
export DESIGN_NICKNAME = reg_file
export VERILOG_FILES = /design/flow/design.v
export SDC_FILE = /design/flow/constraint.sdc
export NUM_CORES = 4
export LEC_CHECK = 1
export CORE_UTILIZATION = 50
==> flow/constraint.sdc <==
current_design reg_file

set clk_period 9.9
set clk_io_pct 0.2

create_clock -name clk0 -period $clk_period [get_ports {clk_i}]

set non_clock_inputs [all_inputs -no_clocks]
set_input_delay [expr $clk_period * $clk_io_pct] -clock clk0 $non_clock_inputs
set_output_delay [expr $clk_period * $clk_io_pct] -clock clk0 [all_outputs]
==> impl_metrics.json <==
{
  "grt_pass1_vias": 30000,
  "cts_sinks": 1024,
  "finalSetupViolCount": 0,
  "ant_nets": 0,
  "crit_required_ps": 7920,
  "dp_slack_ps": 2114,
  "fillerInstances": 6674,
  "syn-instance-count": 2400,
  "netlist.area_leader.share_pct": 65.48,
  "die-area_um2": 95150,
  "ys_async_sr_fraction_pct": 0,
  "timing.fmax_mhz": 125.0,
  "routed-via-count": 26530,
  "synth-edff-count": 1024,
  "status": "complete, no violations",
  "post-route-drc-count": 0,
  "regMostFlops": "regfile",
  "ys_types": 40,
  "dp_hpwl_mm": 86.13,
  "cts_hold_buf": 0,
  "hold_ws_ps": 2119,
  "fp.coreArea_um2": 93190,
  "grt_util_all_layers_pct": 35.63,
  "tightest_slew_ps": 1039,
  "drtIter0Drc": 1795,
  "seq_area_um2": 30750,
  "synth_flops": 1024,
  "grt_max_degree": 84,
  "hp-class": "input pin to flip-flop",
  "fp-utilization_pct": 50.39,
  "top_area_cell": "edfxtp_1",
  "antenna_found_initial": 5,
  "wl_per_cell_um": 37.76,
  "topCellsByArea": "edfxtp_1 65%, mux4_2 20%, mux2i_1 3.9%",
  "hold_depth": 2,
  "min_to": "regfile[4][19]",
  "cp-end-kind": "primary output",
  "fp.dieW_um": 308.5,
  "die_y_um": 308.5,
  "clkTransAtPathRegs_ps": 60,
  "vias_per_cell": 6.838,
  "avgSynthCellArea_um2": 19.57,
  "gp_congestion": 0.8958,
  "min_from": "rf_wd_i[19]",
  "ir_drop_v": 0.0001617,
  "hold_viol": 0,
  "maxCapViolCount": 0,
  "cts_tree": "done",
  "synth.top_cells.by_count": "1024 x edfxtp_1, 425 x mux4_2, 183 x mux2i_1",
  "powerDensity_nw_per_um2": 178.1,
  "path_max_fanout": 37,
  "yosys_most_used_dff": "edfxtp_1",
  "met3_length_mm": 31.25,
  "combGateArea_um2": 15410,
  "setup_ws_ps": 1902,
  "drtPass1Iterations": 5,
  "largest_reg_flops": 1024,
  "numCtsBuffers": 107,
  "ys_cells": 2400,
  "area_delta_synth_final_pct": 13.26,
  "worstSetupStartpointType": "input pin",
  "openroad.warnings": 26,
  "worstSetupPathType": "input pin to primary output",
  "final.period_utilization_pct": 80.79,
  "met2WireLength_mm": 65.61,
  "layout-drive-gt1-share_pct": 28.43,
  "clockBufferDepth": 3,
  "maxSlewHeadroom_pct": 28.94,
  "top_layer": "met5",
  "final.min_clock_period_ps": 7998,
  "cts_root_buf": "clkbuf_16",
  "reg_top3": "regfile: 1024 flops",
  "overflow": 0,
  "fin_tns_setup_ps": 0,
  "slew_violations": 0,
  "grt_pass1_wl_mm": 208.1,
  "syn-cell-area_um2": 46960,
  "cts_resized": 0,
  "post_cts_buffers": 0,
  "rows": 112,
  "io_pins": 113,
  "synth_warnings": 1,
  "portBuffers": 112,
  "rsz0062_at_grt": "no",
  "arrival_ps": 6020,
  "cts_max_level": 3,
  "p_leak_uw": 0.01700,
  "synth_seq_share_pct": 65.48,
  "drt-met1-wl_mm": 43.48,
  "ys_area_um2": 46960,
  "wl_mm": 146.5,
  "top_cell": "edfxtp_1"
}
## layer usage
layer / global-route usage, % / up-vias
li1: - / 10730
met1: 42.20 / 13260
met2: 48.16 / 2168
met3: 32.36 / 347
met4: 9.673 / 24
met5: 7.752 / -
## worst max-delay path, stage by stage
cell,delay (ps)
clkdlybuf4s50_1,830
or3_2,570
buf_4,640
nor3_4,40
buf_4,360
nor3_1,940
clkdlybuf4s50_1,620
## logic make-up after synthesis
group           Yosys count  synth area share (%)
compound gates          331                 5.409
flops                  1024                 65.48
buf+inv                 226                 2.313
mux                     632                 24.86
simple gates            187                 1.940
## report_power, final
part / total (uW) / internal [uW] / switching [uW]
Combinational: 876 / 367 / 509
Clock: 3750 / 2130 / 1620
Sequential: 4850 / 4830 / 21.4
Total: 9470 / 7320 / 2150
## placed cells by master (no fill, tap or decap), types with 3 or more instances in the layout
| cell | n |
|---|---|
| mux2i_1 | 183 |
| buf_8 | 3 |
| or3b_2 | 4 |
| bufinv_16 | 5 |
| a211o_1 | 23 |
| a211oi_1 | 47 |
| a2111oi_0 | 31 |
| clkinv_1 | 28 |
| buf_4 | 118 |
| a22o_1 | 62 |
| and2_1 | 12 |
| buf_12 | 6 |
| mux4_2 | 425 |
| o221ai_1 | 31 |
| mux2_1 | 19 |
| nand2_1 | 64 |
| nor2b_1 | 5 |
| inv_6 | 3 |
| nand3b_1 | 7 |
| edfxtp_1 | 1024 |
| a21oi_1 | 46 |
| clkbuf_16 | 109 |
| nor2_4 | 33 |
| o22ai_1 | 55 |
| clkinv_2 | 17 |
| a32o_1 | 9 |
| a221oi_1 | 23 |
| inv_1 | 24 |
| nor4_1 | 9 |
| clkbuf_1 | 24 |
| nand3_1 | 4 |
| mux2_2 | 5 |
| nor3_1 | 32 |
| clkdlybuf4s50_1 | 105 |
## through the flow
| step | util (%) | instance area, um^2 | cells | power [uW] |
|---|---|---|---|---|
| 2_1_floorplan | - | 46960 | 2400 | 5395 |
| 3_3_place_gp | 53.60 | 49950 | 3688 | 5793 |
| 3_5_place_dp | 53.60 | 49950 | 3688 | 5800 |
| 4_1_cts | 57.07 | 53180 | 3878 | 9517 |
| 5_1_grt | 57.07 | 53190 | 3879 | 9749 |
| 6_report | 57.07 | 53190 | 3879 | 9472 |
## worst max path at each step
stage / start / depth (start not counted) / endpoint / slack (ps)
5_1_grt: rs2_i[3] / 7 / rs2_d_o[0] / 1910
4_1_cts: rs2_i[3] / 7 / rs2_d_o[26] / 2080
6_report: rs2_i[3] / 7 / rs2_d_o[8] / 1900
## layout make-up
| cell class | instances | area share (%) |
|---|---|---|
| sequential | 1024 | 57.82 |
| tap | 1254 | 2.950 |
| clock inverter | 57 | 0.7787 |
| inverter | 25 | 0.1811 |
| multi-input combinational | 1150 | 28.97 |
| clock buffer | 133 | 5.298 |
| antenna | 1 | 0.004705 |
| timing repair buffer | 235 | 4.004 |
No activity file was given, so power comes from the tool's default toggle rates.
