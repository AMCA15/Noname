### /design/flow/design.v
module lsu_comb(funct3_i, is_mem_i, st_data_i, ld_data_i, addr_i, we_i, st_data_fmt_o, ld_data_fmt_o, st_sel_o,
                e_ld_addr_mis_o, e_st_addr_mis_o);
	localparam LB  = 3'b000;
	localparam LH  = 3'b001;
	localparam LW  = 3'b010;
	localparam LBU = 3'b100;
	localparam LHU = 3'b101;
	localparam SB  = 3'b000;
	localparam SH  = 3'b001;
	localparam SW  = 3'b010;
	input [2:0]   funct3_i;
	input		  is_mem_i;
	input [31:0]  st_data_i;
	input [31:0]  ld_data_i;
	input [31:0]  addr_i;
	input		  we_i;
	output [31:0] st_data_fmt_o;
	output [31:0] ld_data_fmt_o;
	output [3:0] st_sel_o;
	output e_ld_addr_mis_o;
	output e_st_addr_mis_o;
	always @(*) begin
		e_ld_addr_mis_o = 0;
		if(is_mem_i && !we_i) begin
			case (funct3_i)
				LB:  begin
	                case (addr_i[1:0])
	                    2'b00: ld_data_fmt_o = $signed(ld_data_i[7:0]);
	                    2'b01: ld_data_fmt_o = $signed(ld_data_i[15:8]);
	                    2'b10: ld_data_fmt_o = $signed(ld_data_i[23:16]);
	                    2'b11: ld_data_fmt_o = $signed(ld_data_i[31:24]);
	                endcase
				end
				LBU: begin
	                case (addr_i[1:0])
	                    2'b00: ld_data_fmt_o = ld_data_i[7:0];
	                    2'b01: ld_data_fmt_o = ld_data_i[15:8];
	                    2'b10: ld_data_fmt_o = ld_data_i[23:16];
	                    2'b11: ld_data_fmt_o = ld_data_i[31:24];
	                endcase
				end
				LH:  begin
					e_ld_addr_mis_o = addr_i[0] ? 1 : 0;
	                case (addr_i[1])
	                    1'b0: ld_data_fmt_o = $signed(ld_data_i[15:0]);
	                    1'b1: ld_data_fmt_o = $signed(ld_data_i[31:16]);
	                endcase
				end
				LHU: begin
					e_ld_addr_mis_o = addr_i[0] ? 1 : 0;
	                case (addr_i[1])
	                    1'b0: ld_data_fmt_o = ld_data_i[15:0];
	                    1'b1: ld_data_fmt_o = ld_data_i[31:16];
	                endcase
				end
				LW:  begin
					e_ld_addr_mis_o = |addr_i[1:0] ? 1 : 0;
					ld_data_fmt_o = ld_data_i;
				end
			endcase
		end		
	end
	always @(*) begin
		e_st_addr_mis_o = 0;
		if(is_mem_i && we_i) begin	
			case (funct3_i)
				SB: begin
	        	    st_data_fmt_o = {4{st_data_i[7:0]}};
	        	    st_sel_o = 4'b0001 << addr_i[1:0];
				end
				SH: begin
					e_st_addr_mis_o = addr_i[0] ? 1 : 0;
	        	    st_data_fmt_o = {2{st_data_i[15:0]}};
	        	    st_sel_o = addr_i[1] ? 4'b1100 : 4'b0011;
				end
				SW: begin
					e_st_addr_mis_o = |addr_i[1:0] ? 1 : 0;
	        	    st_data_fmt_o = st_data_i;
	        	    st_sel_o = 4'b1111;
				end
			endcase
		end	
	end
endmodule
module stage_mem(clk_i, rst_i, is_ld_mem_i, is_st_mem_i, funct3_i, mem_data_i, mem_addr_i, mem_data_o,
                 wbm_dat_i, wbm_ack_i, wbm_err_i, wbm_cyc_o, wbm_stb_o, wbm_dat_o,
                 wbm_addr_o, wbm_we_o, wbm_sel_o, e_ld_addr_mis_o, e_st_addr_mis_o, mem_fwd_dat_o);
    input clk_i;
    input rst_i;
    input is_ld_mem_i;
    input is_st_mem_i;
    input [2:0] funct3_i;
    input [31:0] mem_data_i;
    input [31:0] mem_addr_i;
    output [31:0] mem_data_o;
    output e_ld_addr_mis_o;
    output e_st_addr_mis_o;
    input wbm_ack_i;
    input wbm_err_i;
    input [31:0] wbm_dat_i;
    output wbm_cyc_o;
    output wbm_stb_o;
    output wbm_we_o;
    output [3:0]  wbm_sel_o;
    output [31:0] wbm_dat_o;
    output [31:0] wbm_addr_o;
    output [31:0] mem_fwd_dat_o;
    wire kill;
    wire [3:0]  st_sel;
    wire [31:0] ld_data_fmt;
    wire is_mem = is_st_mem_i || is_ld_mem_i;
    assign wbm_addr_o = mem_addr_i;
    assign wbm_we_o   = is_st_mem_i && !(e_st_addr_mis_o);
    assign wbm_sel_o  = st_sel;
    assign kill = e_ld_addr_mis_o || e_st_addr_mis_o || rst_i;
    assign mem_fwd_dat_o = is_ld_mem_i? mem_data_o: mem_addr_i;
    lsu_comb exe_lsu_comb (.funct3_i(funct3_i),
                           .is_mem_i(is_mem),
                           .st_data_i(mem_data_i),
                           .ld_data_i(wbm_dat_i),
                           .addr_i(mem_addr_i),
                           .we_i(is_st_mem_i),
                           .st_data_fmt_o(wbm_dat_o),
                           .ld_data_fmt_o(ld_data_fmt),
                           .st_sel_o(st_sel),
                           .e_ld_addr_mis_o(e_ld_addr_mis_o),
                           .e_st_addr_mis_o(e_st_addr_mis_o));
    wbu exe_wbu (.clk_i(clk_i),
                 .rst_i(kill),
                 .wbm_dat_i(wbm_dat_i),
                 .wbm_ack_i(wbm_ack_i),
                 .wbm_err_i(wbm_err_i),
                 .wbm_re_i(is_ld_mem_i),
                 .wbm_cyc_o(wbm_cyc_o),
                 .wbm_stb_o(wbm_stb_o),
                 .wbm_dat_o(wbm_dat_o),
                 .wbm_addr_o(wbm_addr_o),
                 .wbm_we_o(wbm_we_o),
                 .wbm_sel_o(wbm_sel_o));
    always @(*) begin
        if(wbm_ack_i)
            mem_data_o = ld_data_fmt;
    end
endmodule
module wbu(clk_i, rst_i, wbm_dat_i, wbm_ack_i, wbm_err_i, wbm_re_i,
           wbm_cyc_o, wbm_stb_o, wbm_dat_o, wbm_addr_o, wbm_we_o, wbm_sel_o);
	input wire clk_i;
	input wire rst_i;
	localparam wbu_state_idle = 0;
	localparam wbu_state_tran = 1;
	reg wbu_state;
	input wire wbm_ack_i;
	input wire wbm_err_i;
	input wire wbm_re_i;
	input wire [31:0] wbm_dat_i;
	output reg wbm_we_o;
	output reg wbm_cyc_o;
	output reg wbm_stb_o;
	output reg [3:0] wbm_sel_o;
	output reg [31:0] wbm_dat_o;
	output reg [31:0] wbm_addr_o;
	always @(posedge clk_i) begin
		if (rst_i) begin
			wbm_cyc_o <= 0;
			wbm_stb_o <= 0;
			wbu_state <= wbu_state_idle;
		end else begin
			case(wbu_state)
				wbu_state_idle: begin
					if(wbm_we_o ^ wbm_re_i) begin
						wbm_cyc_o <= 1;
						wbm_stb_o <= 1;
						wbu_state <= wbu_state_tran;
					end
				end
				wbu_state_tran: begin
					if(wbm_ack_i || wbm_err_i) begin
						wbm_cyc_o <= 0;
						wbm_stb_o <= 0;
						wbu_state <= wbu_state_idle;
					end
				end
				default:begin
					wbu_state <= wbu_state_idle;
				end
			endcase
		end
	end
endmodule
### /design/flow/run.sh
#!/bin/bash
# OpenROAD 26Q1-2900-gdf79404cd8, Yosys 0.63+post, stock flow scripts
make -C /OpenROAD-flow-scripts/flow DESIGN_CONFIG=/design/flow/config.mk WORK_HOME=/design/flow/orfs finish
### /design/flow/config.mk
export PLATFORM = sky130hd
export DESIGN_NAME = stage_mem
export DESIGN_NICKNAME = stage_mem
export VERILOG_FILES = /design/flow/design.v
export SDC_FILE = /design/flow/constraint.sdc
export NUM_CORES = 4
export LEC_CHECK = 1
export CORE_UTILIZATION = 30
### /design/flow/constraint.sdc
current_design stage_mem

set clk_period 10.6
set clk_io_pct 0.2

create_clock -name clk0 -period $clk_period [get_ports {clk_i}]

set non_clock_inputs [all_inputs -no_clocks]
set_input_delay [expr $clk_period * $clk_io_pct] -clock clk0 $non_clock_inputs
set_output_delay [expr $clk_period * $clk_io_pct] -clock clk0 [all_outputs]
==> run summary <==
Notes on the physical design

For this block, the via count after detailed routing is ~3200. Buffers inserted to repair hold after CTS numbered 0. Per the final layout report, the fraction of cells sized above drive strength 1 comes to 9.80%.

RePlAce ended its routability-driven mode at a weighted congestion of 0.792. The critical path launch point type is an input port. The final tally of setup violations is 0.

The area of the mapped netlist is 3350 um2. Setup repair after global routing left no endpoint under its margin. The most numerous logic cell after layout is sky130_fd_sc_hd__clkdlybuf4s50_1.

The timer found 100 register pins that no clock reaches; their paths are not timed. The layout-stage area growth over the synthesis result is 70.1%. TritonCTS built the clock tree. For reference, the post-synthesis area per instance comes to 9.51 um2.

The static leakage is 2.55 nW. The maximum fanout along the worst path is 26. Entering global routing, the biggest net connects 39 pins. Subtracting the final worst setup slack from the clock period gives 6.66 ns. The area of all placed cells without fillers is 5690 um2. In this run the horizontal extent of the chip is 108 um. After layout, the setup clock skew is reported as 0.00163 ns. The clock edge transition at the registers on the reported setup and hold paths is 0.03 ns. The clock passes through at most 2 buffers.

Per the detailed-route log, wirelength across all metal layers totals 10900 um. The detail route stage leaves a number of antenna-violating nets equal to 0. The slew check shows that the tightest pin keeps a relative margin of about 44%. The post-synthesis cell count from yosys is 352.

The setup fix buffers added after clock tree synthesis is 0. According to the floorplan report, the total die area is 11600 um2. After routing, the total negative slack on setup checks comes to 0 ns. The run finished with clean final reports.

The vertical die dimension reported for this design is 108 um. The total number of warnings across the stage logs is 25. The transition time recorded at the tightest slew-check pin is 0.839 ns.

The global route total overflow is 0. Of the available clock period, the critical path in the final layout requires 62.8%. The violation count after the first detailed-routing iteration is approximately 150.

The upper clock frequency limit is 150 MHz. In the routed design, unresolved DRC markers number 0. The number of H-tree levels is 1.

The launch point of the critical path is funct3_i[1]. The Yosys step of the flow raised 30 warnings. At the later pin of the worst-skew pair, clock insertion delay measures 0.21 ns. Data on the critical path arrives at its endpoint at about 4.5 ns.

The count of endpoints without a timing constraint is 168. The first global-routing pass estimated 16200 um of wire. The reg-to-reg setup timing slack is between 9 and 10 ns. The number of distinct standard cells referenced by the synthesized netlist is 41. In the layout the commonest cells are sky130_fd_sc_hd__clkdlybuf4s50_1 (240), sky130_fd_sc_hd__dlxtn_1 (68), sky130_fd_sc_hd__nand2_1 (53). CTS added clock buffers totalling 3. The classification of the worst-slack hold path is flop to flop. The first-pass iteration count of the detailed router is 6. In this run, post-CTS repair resized a total of 0 instances.

Synthesis produced 352 cells. The number of global-route vias before repair is between 3000 and 4000. The data required time of the worst path is ~8.5 ns. The cell depth of the worst flop-to-flop path is 2. The peak supply drop is between 20 and 30 uV. The global routing report lists combined usage of all routing layers as a little under a fifth. The HPWL reported at the end of detailed placement is between 8000 and 9000 um. After floorplanning, the core was divided into 38 placement rows. Per the run summary, max-cap violations total 0. For the worst reg-to-reg path, the startpoint reported by OpenROAD is exe_wbu.wbu_state. For reference, the final report shows the hold violation count at 0. Per the layout report, the design carries about 970 filler cells. The worst reg2reg path endpoint is exe_wbu.wbm_cyc_o. Looking at the setup timing report, the critical path kind is input port to output pin.

242 I/O pins were placed. The worst setup path is captured at an output pin. Summing all placed instances gives a cell area of around 5700 um2. The detailed-route vias per instance is around 4.7. In this run the tool buffered the top-level ports with 241 buffer cells. TritonRoute output was used to compute an average wire per cell of ~16 um. The number of antenna violations at the first check in global routing is 0. The critical path capture point is wbm_we_o. The core box area is 10800 um2. The cell area power density is 46.8 nW/um2. The initial utilization of the core area, before any placement, comes to roughly 31%.

Per the detail_route report, inserted antenna diodes total 0. The post-synth register bit count is 102. Per the final report, max-transition violations number 0. The root buffer cell chosen for the clock tree is sky130_fd_sc_hd__clkbuf_8. The area recorded from the Yosys report for this design is 3350 um2.
==> worst min path at each step <==
| stage | startpoint | endpoint | depth (start not counted) |
|---|---|---|---|
| CTS | exe_wbu.wbu_state | exe_wbu.wbu_state | 2 |
| global route | exe_wbu.wbm_cyc_o | exe_wbu.wbm_cyc_o | 2 |
| finish | exe_wbu.wbm_cyc_o | exe_wbu.wbm_cyc_o | 2 |
==> cell type report <==
class	count	area, um2	area share, %
Tap cell	140	175	3.08
Sequential cell	102	1540	27.1
Multi-Input combinational cell	185	1420	24.9
Timing Repair Buffer	250	2470	43.5
Clock buffer	3	41.3	0.725
Inverter	11	41.3	0.725
==> cells by family after synthesis <==
group,count (synthesis),share of synthesized area [%]
muxes,41,16.4
latches,100,44.8
xor gates and xnor gates,2,0.523
DFF,2,1.20
AOI/OAI and AO/OA,66,15.2
buffers and inverters,65,11.7
and+or+nand+nor,76,10.1
==> power breakdown <==
group | switching, W | internal [W]
combinational | 0.0000539 | 0.000117
sequential | 0.00000925 | 0.0000565
clock | 0.00000595 | 0.0000240
total | 0.0000690 | 0.000197
==> critical path: stages <==
cell and delay (ns):
sky130_fd_sc_hd__clkdlybuf4s50_1 0.66, sky130_fd_sc_hd__nor3b_4 0.76, sky130_fd_sc_hd__buf_4 0.41, sky130_fd_sc_hd__a221oi_2 0.15, sky130_fd_sc_hd__clkdlybuf4s50_1 0.43
==> layer usage <==
metal	vias to the layer above	routed length [um]	GRT usage [%]
met2	168	5500	33.2
met5	-	0	0
met3	8	1170	4.81
met1	1476	4130	23.5
li1	1591	-	-
met4	0	70	1.37
==> flip-flops by register name (all words and copies together) (netlist names) <==
signal,flops
mem_data_o,32
exe_wbu.wbu_state,1
exe_lsu_comb.ld_data_fmt_o,32
exe_lsu_comb.st_data_fmt_o,32
exe_lsu_comb.st_sel_o,4
exe_wbu.wbm_cyc_o,1
==> synth_stat cells, drive strengths merged <==
| library cell | instances | area (um2) |
|---|---|---|
| or3 | 1 | 6.26 |
| a21oi | 2 | 10.0 |
| nor3b | 2 | 25.0 |
| a31oi | 1 | 6.26 |
| or3b | 2 | 17.5 |
| mux2i | 2 | 20.0 |
| mux2 | 32 | 360 |
| nand2 | 53 | 199 |
| nor2b | 3 | 18.8 |
| nand3 | 1 | 5.00 |
| a221oi | 1 | 15.0 |
| clkbuf | 16 | 60.1 |
| a22oi | 8 | 60.1 |
| a21boi | 1 | 18.8 |
| a311oi | 1 | 8.76 |
| mux4 | 7 | 169 |
| inv | 11 | 41.3 |
| or2 | 1 | 6.26 |
| buf | 38 | 292 |
| a222oi | 7 | 70.1 |
| o221ai | 1 | 8.76 |
| o21a | 1 | 7.51 |
| nand2b | 2 | 12.5 |
| xor2 | 1 | 8.76 |
| a221o | 7 | 70.1 |
| nor3 | 1 | 5.00 |
| nor2 | 9 | 33.8 |
| o21ai | 17 | 88.8 |
| a21o | 17 | 128 |
| a211oi | 1 | 7.51 |
| and3b | 1 | 8.76 |
| dlxtp | 32 | 480 |
| a211o | 1 | 8.76 |
| dlxtn | 68 | 1020 |
| dfxtp | 2 | 40.0 |
| xnor2 | 1 | 8.76 |
==> per-stage QoR <==
step / instances / worst slack, ns / power, W / hold WS [ns] / utilization [%]
finish: 691 / 3.94 / 0.000266 / 0.498 / 52.5
floorplan: 352 / 5.35 / 0.000123 / 0.444 / -
global route: 691 / 3.72 / 0.000287 / 0.525 / 52.5
detailed placement: 688 / 3.93 / 0.000238 / 0.491 / 52.1
global placement: 688 / 3.97 / 0.000237 / 0.481 / 52.1
CTS: 691 / 3.93 / 0.000270 / 0.501 / 52.5
Power figures rest on the tool's default switching activity, not on a simulated workload.
