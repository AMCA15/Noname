==> flow/design.v <==
module csr(clk_i, rst_i, funct3_i, addr_i, data_i, is_csr_i, rs1_i, we_exc_i, mcause_d_i, mepc_d_i, mtval_d_i,
           mstatus_d_i, mip_d_i, sel_exc_nret_i, is_int_i, e_illegal_inst_csr_o, data_out_o, mie_o, exc_ret_addr_o);
    localparam MISA       = 'h301;
    localparam MEDELEG    = 'h302;
    localparam MIDELEG    = 'h303;
    localparam MVENDORID  = 'hF11;
    localparam MARCHID    = 'hF12;
    localparam MIMPID     = 'hF13;
    localparam MHARTID    = 'hF14;
    localparam MCAUSE     = 'h342;
    localparam MTVAL      = 'h343;
    localparam MSTATUS    = 'h300;
    localparam MTVEC      = 'h305;
    localparam MSCRATCH   = 'h340;
    localparam MEPC       = 'h341;
    localparam MIP        = 'h344;
    localparam MIE        = 'h304;
    localparam MCYCLE     = 'hB00;
    localparam MYCLEH     = 'hB80;
    localparam MINSTRET   = 'hB02;
    localparam MINSTRETH  = 'hB82;
    localparam MCOUNTEREN = 'h306;
    localparam CSRRW = 2'b01;
    localparam CSRRS = 2'b10;
    localparam CSRRC = 2'b11;
    input clk_i;
    input rst_i;
    input is_csr_i;
    input [4:0] rs1_i;
    input we_exc_i;
    input [2:0] funct3_i;
    input [11:0] addr_i;
    input [31:0] data_i;
    input [31:0] mcause_d_i;
    input [31:0] mepc_d_i;
    input [31:0] mtval_d_i;
    input [31:0] mstatus_d_i;
    input [31:0] mip_d_i;
    input sel_exc_nret_i;
    input is_int_i;
    output e_illegal_inst_csr_o;
    output [31:0] data_out_o;
    output [31:0] mie_o;
    output [31:0] exc_ret_addr_o;
    reg [31:0] misa;
    reg [31:0] medeleg;
    reg [31:0] mideleg;
    reg [31:0] mvendorid;
    reg [31:0] marchid;
    reg [31:0] mimpid;
    reg [31:0] mhartid;
    reg [31:0] mcause;
    reg [31:0] mtval;
    reg [31:0] mstatus;
    reg [31:0] mtvec;
    reg [31:0] mscratch;
    reg [31:0] mepc;
    reg [31:0] mip;
    reg [31:0] mie;
    reg [31:0] mcycle;
    reg [31:0] mycleh;
    reg [31:0] minstret;
    reg [31:0] minstreth;
    reg [31:0] mcounteren;
    wire is_csrrw = funct3_i[1:0] == CSRRW;
    wire is_csrrs = funct3_i[1:0] == CSRRS;
    wire is_csrrc = funct3_i[1:0] == CSRRC;
    assign exc_ret_addr_o = sel_exc_nret_i ? mepc : mtvec;
    assign mie_o = mie;
    always @(*) begin
        e_illegal_inst_csr_o = 0;
        if (rst_i) begin
    	    misa        = 'h40000100;
    	    medeleg     = 0;
    	    mideleg     = 0;
            mvendorid   = 0;
            marchid     = 0;
            mimpid      = 0;
            mhartid     = 0;
            mcause      = 0;
            mstatus     = 'h00001800;
            mtvec       = 0;
            mscratch    = 0;
            mepc        = 0;
            mip         = 0;
            mie         = 0;
            mcycle      = 0;
            mycleh      = 0;
            minstret    = 0;
            minstreth   = 0;
            mcounteren  = 0;
        end
        else if (is_csr_i) begin
            case (addr_i)
                MISA       : data_out_o = misa;
                MEDELEG    : data_out_o = medeleg;
                MIDELEG    : data_out_o = mideleg;
                MVENDORID  : data_out_o = mvendorid;
                MARCHID    : data_out_o = marchid;
                MIMPID     : data_out_o = mimpid;
                MHARTID    : data_out_o = mhartid;
                MCAUSE     : data_out_o = mcause;
                MTVAL      : data_out_o = mtval;
                MSTATUS    : data_out_o = mstatus;
                MTVEC      : data_out_o = mtvec;
                MSCRATCH   : data_out_o = mscratch;
                MEPC       : data_out_o = mepc;
                MIP        : data_out_o = mip;
                MIE        : data_out_o = mie;
                MCYCLE     : data_out_o = mcycle;
                MYCLEH     : data_out_o = mycleh;
                MINSTRET   : data_out_o = minstret;
                MINSTRETH  : data_out_o = minstreth;
                MCOUNTEREN : data_out_o = mcounteren;
                default    : e_illegal_inst_csr_o = 1;
            endcase
        end
        if (we_exc_i) begin
            mepc    = mepc_d_i;
            mcause  = mcause_d_i;
            mtval   = mtval_d_i;
        end
        if (e_illegal_inst_csr_o) begin
            mepc    = mepc_d_i;
            mcause  = 2;
            mtval   = mtval_d_i;
        end
        if (is_int_i) begin
            mcause = mcause_d_i;
            mip = mip_d_i;
        end
    end
    always @(posedge clk_i) begin
        if ((!funct3_i[2] && |rs1_i) || (funct3_i[2] && (data_i != 0))) begin
                case (addr_i)
                    MEDELEG    : medeleg      = is_csrrw ? data_i : (is_csrrs ? medeleg    | data_i: medeleg    & ~data_i);
                    MIDELEG    : mideleg      = is_csrrw ? data_i : (is_csrrs ? mideleg    | data_i: mideleg    & ~data_i);
                    MCAUSE     : mcause       = is_csrrw ? data_i : (is_csrrs ? mcause     | data_i: mcause     & ~data_i);
                    MTVAL      : mtval        = is_csrrw ? data_i : (is_csrrs ? mtval      | data_i: mtval      & ~data_i);
                    MTVEC      : mtvec        = is_csrrw ? data_i : (is_csrrs ? mtvec      | data_i: mtvec      & ~data_i);
                    MSCRATCH   : mscratch     = is_csrrw ? data_i : (is_csrrs ? mscratch   | data_i: mscratch   & ~data_i);
                    MEPC       : mepc         = |data_i[1:0] ? mepc : (is_csrrw ? data_i : ((is_csrrs ? mepc | data_i: mepc & ~data_i)));
                    MIE        : mie          = is_csrrw ? data_i : (is_csrrs ? mie        | data_i: mie        & ~data_i);
                    MCYCLE     : mcycle       = is_csrrw ? data_i : (is_csrrs ? mcycle     | data_i: mcycle     & ~data_i);
                    MYCLEH     : mycleh       = is_csrrw ? data_i : (is_csrrs ? mycleh     | data_i: mycleh     & ~data_i);
                    MINSTRET   : minstret     = is_csrrw ? data_i : (is_csrrs ? minstret   | data_i: minstret   & ~data_i);
                    MINSTRETH  : minstreth    = is_csrrw ? data_i : (is_csrrs ? minstreth  | data_i: minstreth  & ~data_i);
                    MCOUNTEREN : mcounteren   = is_csrrw ? data_i : (is_csrrs ? mcounteren | data_i: mcounteren & ~data_i);
                    default: e_illegal_inst_csr_o = 1;
                endcase
        end 
    end        
endmodule
module stage_wb (clk_i, rst_i, pc_i, instruction_i, rs1_i, funct3_i, alu_d_i, mem_d_i, csr_addr_i, csr_data_i, br_j_addr_i,
                 is_op_i, is_lui_i, is_auipc_i, is_ld_mem_i, is_system_i, is_jal_i, is_jalr_i,
                 xint_meip_i, xint_mtip_i, xint_msip_i, e_illegal_inst_i, e_inst_addr_mis_i, e_ld_addr_mis_i, e_st_addr_mis_i,
                 rf_wd_o, we_rf_o, exc_ret_addr_o, is_exc_taken_o);
    localparam ECALL    = 12'b000000000000;
    localparam EBREAK   = 12'b000000000001;
    input clk_i;
    input rst_i;
    input [31:0] pc_i;
    input [31:0] instruction_i;
    input [2:0] funct3_i;
    input [4:0] rs1_i;
    input [31:0] alu_d_i;
    input [31:0] mem_d_i;
    input [11:0] csr_addr_i;
    input [31:0] csr_data_i;
    input [31:0] br_j_addr_i;
    input is_op_i;
    input is_lui_i;
    input is_auipc_i;
    input is_ld_mem_i;
    input is_system_i;
    input is_jal_i;
    input is_jalr_i;
    input xint_meip_i;
    input xint_mtip_i;
    input xint_msip_i;
    input e_illegal_inst_i;
    input e_inst_addr_mis_i;
    input e_ld_addr_mis_i;
    input e_st_addr_mis_i;
    output [31:0] rf_wd_o;
    output we_rf_o;
    output [31:0] exc_ret_addr_o;
    output is_exc_taken_o;
    reg [31:0] mcause, mstatus, mtval, csr_out;
    wire [31:0] mie;
    wire [31:0] mip = {9'b0, xint_meip_i, 3'b0, xint_mtip_i, 3'b0, xint_msip_i, 3'b0};
    wire e_illegal_inst_csr;
    wire we_exc_csr =   (e_illegal_inst_i | e_inst_addr_mis_i | e_ld_addr_mis_i | e_st_addr_mis_i | e_ecall | e_break);
    wire is_csr     =   is_system_i &&  |funct3_i;
    wire e_ecall    =   is_system_i && !|funct3_i && (instruction_i[31:20] == ECALL);
    wire e_break    =   is_system_i && !|funct3_i && (instruction_i[31:20] == EBREAK);
    wire is_xret    =  (is_system_i && !|funct3_i && |{instruction_i[28:27], instruction_i[21]} && instruction_i[21]) ? 1 : 0;
    wire is_int     = ((mie[11] & xint_meip_i) | (mie[7] & xint_mtip_i) | (mie[3] & xint_msip_i)) ? 1 : 0;
    assign is_exc_taken_o = we_exc_csr | e_illegal_inst_csr | is_xret | is_int;
    csr wb_csr (.clk_i(clk_i),
                .rst_i(rst_i),
                .funct3_i(funct3_i),
                .addr_i(csr_addr_i),
                .data_i(csr_data_i),
                .is_csr_i(is_csr),
                .rs1_i(rs1_i),
                .we_exc_i(we_exc_csr),
                .mcause_d_i(mcause),
                .mepc_d_i(pc_i),
                .mtval_d_i(mtval),
                .mstatus_d_i(mstatus),
                .mip_d_i(mip),
                .sel_exc_nret_i(is_xret),
                .is_int_i(is_int),
                .e_illegal_inst_csr_o(e_illegal_inst_csr),
                .data_out_o(csr_out),
                .mie_o(mie),
                .exc_ret_addr_o(exc_ret_addr_o));
    always @(*) begin
        case(1'b1)
            xint_meip_i & mie[11]: begin
                mcause = 32'h8000000B;
            end
            xint_mtip_i & mie[7]: begin
                mcause = 32'h80000007;
            end
            xint_msip_i & mie[3]: begin
                mcause = 32'h80000003;
            end
            e_inst_addr_mis_i: begin
                mcause = 0;
                mtval  = br_j_addr_i;
            end
            e_illegal_inst_i: begin
                mcause = 2;
                mtval  = instruction_i;
            end
            e_break: begin
                mcause = 3;
                mtval  = 0;
            end
            e_ld_addr_mis_i: begin   
                mcause = 4;
                mtval  = alu_d_i;
            end
            e_st_addr_mis_i: begin
                mcause = 6;
                mtval  = alu_d_i;
            end
            e_ecall: begin
                mcause = 11;
                mtval  = alu_d_i;
            end
        endcase
    end
    always @(*) begin
        we_rf_o = ((is_op_i || is_ld_mem_i || is_csr || is_lui_i || is_auipc_i || is_jal_i || is_jalr_i) && !is_exc_taken_o) ? 1 : 0;
        case (1'b1)
            is_ld_mem_i:        rf_wd_o = mem_d_i;
            is_csr:             rf_wd_o = csr_out;             
            is_jal_i|is_jalr_i: rf_wd_o = pc_i + 4;
            default:            rf_wd_o = alu_d_i;
        endcase
    end
endmodule
==> flow/run.sh <==
#!/bin/bash
# OpenROAD 26Q1-2900-gdf79404cd8, Yosys 0.63+post, stock flow scripts
make -C /OpenROAD-flow-scripts/flow DESIGN_CONFIG=/design/flow/config.mk WORK_HOME=/design/flow/orfs finish
==> flow/config.mk <==
export PLATFORM = sky130hd
export DESIGN_NAME = stage_wb
export DESIGN_NICKNAME = stage_wb
export VERILOG_FILES = /design/flow/design.v
export SDC_FILE = /design/flow/constraint.sdc
export NUM_CORES = 4
export LEC_CHECK = 1
export CORE_UTILIZATION = 30
==> flow/constraint.sdc <==
current_design stage_wb

set clk_period 5.7
set clk_io_pct 0.2

create_clock -name clk0 -period $clk_period [get_ports {clk_i}]

set non_clock_inputs [all_inputs -no_clocks]
set_input_delay [expr $clk_period * $clk_io_pct] -clock clk0 $non_clock_inputs
set_output_delay [expr $clk_period * $clk_io_pct] -clock clk0 [all_outputs]
==> impl_metrics.env <==
# implementation run metrics
export IMPL_edf_count=64
export IMPL_stop_stage="synthesis"
export IMPL_ys_types=58
export IMPL_ys_area_mm2=0.00663
export IMPL_yosys_warnings=30
export IMPL_synth_top_flop_cell="edfxtp_1"
export IMPL_stop_error="ERROR: Found 64 problems in 'check -assert'."
export IMPL_yosys_register_bits=128
export IMPL_yosys_cells=789
export IMPL_status="aborted with a tool error"
export IMPL_synthArstFlopShare_pct=0
## cells in the mapped netlist (4+ instances only)
master    count  area, um2
a22oi_1       4       30.0
nand4_1       7       43.8
buf_1         5       18.8
a31oi_1       5       31.3
nor2b_1       8       50.1
nor4_1       12       75.1
dlxtn_1      64        961
a22o_1       27        236
nor3_1       14       70.1
and4_1        7       61.3
xnor2_1      15        131
nand3_1      21        105
nor2_1      105        394
inv_1        25       93.8
xor2_1       12        105
buf_2        15       75.1
a211oi_1      9       67.6
and2_1       34        213
clkbuf_1     42        158
edfxtp_1     64       1920
o21ai_0      67        335
a221o_1      15        150
a21o_1        4       30.0
a222oi_1     20        200
and3_1       39        244
a21oi_1      49        245
nand2_1      63        236
## cells by family after synthesis
family	count (synthesis)	share of synthesized area [%]
AND-OR/OR-AND	212	21.5
XOR/XNOR	27	3.57
adder cells (fa/ha/maj)	1	0.189
buffers and inverters	89	5.44
flip-flops	64	29.0
latches	64	14.5
other	2	0.113
AND/OR/NAND/NOR	330	25.6
